==> flow/run.sh <==
#!/bin/bash
# OpenROAD 26Q1-2900-gdf79404cd8, Yosys 0.63+post, stock flow scripts
make -C /OpenROAD-flow-scripts/flow DESIGN_CONFIG=/design/flow/config.mk WORK_HOME=/design/flow/orfs finish
==> flow/config.mk <==
export PLATFORM = sky130hd
export DESIGN_NAME = my_alu
export DESIGN_NICKNAME = my_alu
export VERILOG_FILES = /design/flow/design.v
export SDC_FILE = /design/flow/constraint.sdc
export NUM_CORES = 4
export LEC_CHECK = 1
export CORE_UTILIZATION = 30
==> flow/constraint.sdc <==
current_design my_alu

set clk_period 23.6
set clk_io_pct 0.2

create_clock -name clk0 -period $clk_period

set non_clock_inputs [all_inputs -no_clocks]
set_input_delay [expr $clk_period * $clk_io_pct] -clock clk0 $non_clock_inputs
set_output_delay [expr $clk_period * $clk_io_pct] -clock clk0 [all_outputs]
==> flow/design.v <==
`timescale 1ns/1ns
module single_cycle_mips 
(
	input clk,
	input reset
);
	initial begin
		$display("Single Cycle MIPS Implemention");
		$display("Amir Hossein Yari & 99102507");
	end
	reg [31:0] PC;           
   wire [31:0] instr;
   wire [ 5:0] op   = instr[31:26];
   wire [ 5:0] func = instr[ 5: 0];
   wire [31:0] RD1, RD2, AluResult, MemReadData;
   wire AluZero;
   wire PCSrc;
   reg SZEn, ALUSrc, RegDst, MemtoReg, RegWrite, MemWrite, BranchE, BranchN, Jump;
   reg [3:0] AluOP;
   always @(*) begin
      SZEn = 1'bx;
      AluOP = 4'hx;
      ALUSrc = 1'bx;
      RegDst = 1'bx;
      MemtoReg = 1'bx;
      RegWrite = 1'b0;
      MemWrite = 1'b0;
      BranchE = 1'bx;
      BranchN = 1'bx;
      Jump = 1'bx;
      case(op)
         6'b000000 : begin  
            SZEn = 1'b0;
            case (func)
                  6'b100000 : AluOP = 4'h0;
                  6'b100001 : AluOP = 4'h0;
                  6'b100010 : AluOP = 4'h1;
                  6'b100011 : AluOP = 4'h1;
                  6'b100100 : AluOP = 4'h4;
                  6'b100101 : AluOP = 4'h5;
                  6'b100110 : AluOP = 4'h7;
                  6'b100111 : AluOP = 4'h6;
                  6'b101010 : AluOP = 4'h2;
                  6'b101011 : AluOP = 4'h3;
            endcase
            ALUSrc = 1'b0;
            RegDst = 1'b1;
            MemtoReg = 1'b0;
            RegWrite = 1'b1;
            MemWrite = 1'b0;
            BranchE = 1'b0;
            BranchN = 1'b0;
            Jump = 1'b0;
         end
         6'b100011 : begin
            SZEn = 1'b1;
            AluOP = 4'h0;
            ALUSrc = 1'b1;
            RegDst = 1'b0;
            MemtoReg = 1'b1;
            RegWrite = 1'b1;
            MemWrite = 1'b0;
            BranchE = 1'b0;
            BranchN = 1'b0;
            Jump = 1'b0;
         end
         6'b101011 : begin
            SZEn = 1'b1;
            AluOP = 4'h0;
            ALUSrc = 1'b1;
            RegDst = 1'bx;
            MemtoReg = 1'bx;
            RegWrite = 1'b0;
            MemWrite = 1'b1;
            BranchE = 1'b0;
            BranchN = 1'b0;
            Jump = 1'b0;
         end
         6'b000100 : begin
            SZEn = 1'b1;
            AluOP = 4'h1;
            ALUSrc = 1'b0;
            RegDst = 1'bx;
            MemtoReg = 1'bx;
            RegWrite = 1'b0;
            MemWrite = 1'b0;
            BranchE = 1'b1;
            BranchN = 1'b0;
            Jump = 1'b0;
         end
         6'b000101 : begin
            SZEn = 1'b1;
            AluOP = 4'h1;
            ALUSrc = 1'b0;
            RegDst = 1'bx;
            MemtoReg = 1'bx;
            RegWrite = 1'b0;
            MemWrite = 1'b0;
            BranchE = 1'b0;
            BranchN = 1'b1;
            Jump = 1'b0;
         end
         6'b001000 : begin
            SZEn = 1'b1;
            AluOP = 4'h0;
            ALUSrc = 1'b1;
            RegDst = 1'b0;
            MemtoReg = 1'b0;
            RegWrite = 1'b1;
            MemWrite = 1'b0;
            BranchE = 1'b0;
            BranchN = 1'b0;
            Jump = 1'b0;
         end
         6'b001001 : begin
            SZEn = 1'b1;
            AluOP = 4'h0;
            ALUSrc = 1'b1;
            RegDst = 1'b0;
            MemtoReg = 1'b0;
            RegWrite = 1'b1;
            MemWrite = 1'b0;
            BranchE = 1'b0;
            BranchN = 1'b0;
            Jump = 1'b0;
         end
         6'b001010 : begin
            SZEn = 1'b1;
            AluOP = 4'h2;
            ALUSrc = 1'b1;
            RegDst = 1'b0;
            MemtoReg = 1'b0;
            RegWrite = 1'b1;
            MemWrite = 1'b0;
            BranchE = 1'b0;
            BranchN = 1'b0;
            Jump = 1'b0;
         end
         6'b001011 : begin
            SZEn = 1'b0;
            AluOP = 4'h3;
            ALUSrc = 1'b1;
            RegDst = 1'b0;
            MemtoReg = 1'b0;
            RegWrite = 1'b1;
            MemWrite = 1'b0;
            BranchE = 1'b0;
            BranchN = 1'b0;
            Jump = 1'b0;
         end
         6'b001100 : begin
            SZEn = 1'b0;
            AluOP = 4'h4;
            ALUSrc = 1'b1;
            RegDst = 1'b0;
            MemtoReg = 1'b0;
            RegWrite = 1'b1;
            MemWrite = 1'b0;
            BranchE = 1'b0;
            BranchN = 1'b0;
            Jump = 1'b0;
         end
         6'b001101 : begin
            SZEn = 1'b0;
            AluOP = 4'h5;
            ALUSrc = 1'b1;
            RegDst = 1'b0;
            MemtoReg = 1'b0;
            RegWrite = 1'b1;
            MemWrite = 1'b0;
            BranchE = 1'b0;
            BranchN = 1'b0;
            Jump = 1'b0;
         end
         6'b001110 : begin
            SZEn = 1'b0;
            AluOP = 4'h7;
            ALUSrc = 1'b1;
            RegDst = 1'b0;
            MemtoReg = 1'b0;
            RegWrite = 1'b1;
            MemWrite = 1'b0;
            BranchE = 1'b0;
            BranchN = 1'b0;
            Jump = 1'b0;
         end
         6'b001111 : begin
            SZEn = 1'b0;
            AluOP = 4'h8;
            ALUSrc = 1'b1;
            RegDst = 1'b0;
            MemtoReg = 1'b0;
            RegWrite = 1'b1;
            MemWrite = 1'b0;
            BranchE = 1'b0;
            BranchN = 1'b0;
            Jump = 1'b0;
         end
         6'b000010 : begin
            SZEn = 1'bx;
            AluOP = 4'hx;
            ALUSrc = 1'bx;
            RegDst = 1'bx;
            MemtoReg = 1'bx;
            RegWrite = 1'b0;
            MemWrite = 1'bx;
            BranchE = 1'bx;
            BranchN = 1'b0;
            Jump = 1'b1;
         end
      endcase
   end
   wire [31:0] Imm32 = SZEn ? {{16{instr[15]}},instr[15:0]} : {16'h0, instr[15:0]};      
   wire [31:0] PCplus4 = PC + 4'h4;
   wire [31:0] PCbranch = PCplus4 + (Imm32 << 2);
   assign PCSrc = (AluZero & BranchE) | (!AluZero & BranchN);
   always @(posedge clk)
      if(reset)
         PC <= 32'h0;
      else
         PC <= Jump ? ({PC[31:28] , instr[25:0] , 2'b00}) : (PCSrc ? PCbranch : PCplus4);
   reg_file rf
   (
      .clk   ( clk ),
      .write ( RegWrite ),
      .WR    ( RegDst   ? instr[15:11] : instr[20:16]),
      .WD    ( MemtoReg ? MemReadData  : AluResult),
      .RR1   ( instr[25:21] ),
      .RR2   ( instr[20:16] ),
      .RD1   ( RD1 ),
      .RD2   ( RD2 )
	);
   my_alu alu
   (
      .Op( AluOP ),
      .A ( RD1 ),
      .B ( ALUSrc ? Imm32 : RD2),
      .X ( AluResult ),
      .Z ( AluZero )
   );
	async_mem imem			 
	(
		.clk		   (1'b0),
		.write		(1'b0),		 
		.address	   ( PC ),		    
		.write_data	(32'bx),
		.read_data	( instr )
	);
	async_mem dmem			 
	(
		.clk		   ( clk ),
		.write		( MemWrite ),
		.address	   ( AluResult ),
		.write_data	( RD2 ),
		.read_data	( MemReadData )
	);
endmodule
module my_alu(
   input  [3:0] Op,
   input  [31:0] A,
   input  [31:0] B,
   output [31:0] X,
   output        Z
   );
   wire sub = Op != 4'h0;
   wire [31:0] bb = sub ? ~B : B;
   wire [32:0] sum = A + bb + sub;
   wire sltu = ! sum[32];
   wire v = sub ?
            ( A[31] != B[31] && A[31] != sum[31] )
          : ( A[31] == B[31] && A[31] != sum[31] );
   wire slt = v ^ sum[31];
   reg [31:0] x;
   always @( * )
      case( Op )
         4'h0 : x = sum;
         4'h1 : x = sum;
         4'h2 : x = slt;
         4'h3: x = sltu;
         4'h4 : x = A & B;
         4'h5  : x = A | B;
         4'h6 : x = ~(A | B);
         4'h7 : x = A ^ B;
         4'h8 : x = {B[15:0], 16'h0};
         default : x = 32'hxxxxxxxx;
      endcase
   assign X = x;
   assign Z = x == 32'h00000000;
endmodule
==> reports/results.txt <==
Largest cells by area after synthesis: ha_1 25%, xnor2_1 7.6%, inv_1 6.4%
CP Capture Type: primary output
DRT Wirelength: 16600 um
Pwr per Cell Area: 26.8 nW/um^2
Critical path type: in2out
Total core area: 15300 sq um
Status: complete, no violations
VDD IR-drop max: 0.00000869 V
Post-synthesis sequential area ratio: 0%
Chip Area, Yosys: 4740 sq um
Post-route DRC: 0
Via count: 5171
Worst-margin pin slew: 935 ps
Post_cts resized: 0
Tot Pwr: 0.158 mW
Switching power: 0.0812 mW
Antenna Cells: 0
Startpoint Class: input pin
Worst path slowest cell: nor4_4
First-pass GRT wire length: 25200 um
Crit Path Max Fanout: 22
Syn Inst Count: 667
Top cell area share: 25.1%
Area leader, netlist: ha_1
Antenna violations before repair: 0
# setup viols final: 0
Standard-cell rows: 45
Slew Limit Fails: 0
Max-Cap Viols: 0
Most instantiated logic cells after routing: 100 x clkdlybuf4s50_1, 95 x ha_1, 81 x inv_1, 52 x a21oi_1, 48 x nor2_1
Relative slew slack: 37.2%
Hold Path Class: in2out
Post-route setup TNS: 0 ps
Die X: 128 um
DIE HEIGHT: 128 um
DR pass1 iterations: 5
Share of cells above drive strength 1: 5.27%
Cycle use final: 65.0%
Crit path DAT: 10610 ps
Dpl hpwl: 13300 um
Dominant logic cell type in the layout: clkdlybuf4s50_1
Avg WL per Cell: 17.5 um
Cell family with most CP delay: simple AND/OR/NAND/NOR gates
Leak: 2.59 nW
Chip area: 16300 sq um
Avg Inst Size Synth: 7.10 sq um
RD Place Congestion: 0.951
Clock group share of total power: 0%
Sequential Power Share: 0%
WP buf/inv: 3
Synthesized area: 4740 sq um
Cell Type Count: 79
Non-Filler Instances: 951
Hold Slack: 10660 ps
Placed cell count: 951
Tool Warnings: 64
Seq Cell Count: 0
Switching share of power: 51.5%
# port buffers: 101
Ports: 101
Storage cell area: 0 sq um
Maximum clock frequency: 0.0652 GHz
Cells along the critical path: clkdlybuf4s50_1 -> nor4_4 -> buf_4 -> xnor2_1 -> ha_1 -> nand2_1 -> nor2_1 -> a211oi_1 -> a41oi_1 -> a21oi_1 -> xor2_1 -> o221ai_1 -> nor4_1 -> or4b_1 -> nor4_2 -> clkdlybuf4s50_1
Internal: 0.0766 mW
Cell mode on critical path: clkdlybuf4s50_1
CTS Hold Bufs: 0
Largest net degree at the start of global routing: 68
CLK BUF: 0
Layout area overhead: 24.4%
Min Tclk post-route: 15330 ps
Gate Area: 4270 sq um
Initial DRC count: 421
Fp_density: 30.9%
GRT Total Usage: 20.1%
Gr ovfl total: 0
RSZ-0062 raised after global routing: false
Post-CTS Setup Bufs: 0
Filler cells: 1648
Part of the power in combinational logic: 100.0%
Yosys cell count: 667
Vias per std cell: 5.44
Req. time, crit path: 18880 ps
Vias in the first global route: 4478
Ys Warns: 1
Final hold vios: 0
Final ANT Viol Nets: 0
CP peak stage delay: 920 ps
==> tightest hold or removal path, stage by stage <==
cell	delay (ps)
buf_2	120
nor4_4	100
xnor2_1	150
ha_1	180
inv_1	90
o211ai_2	80
nand3_2	90
clkdlybuf4s50_1	420
==> synthesized netlist by cell type (all sizes together) (3+ instances only) <==
| cell type | count |
|---|---|
| a211o | 5 |
| a211oi | 21 |
| a21o | 13 |
| a21oi | 53 |
| a221oi | 4 |
| a22oi | 11 |
| a31oi | 5 |
| a41o | 3 |
| and2 | 4 |
| and3 | 8 |
| buf | 17 |
| clkbuf | 17 |
| ha | 95 |
| inv | 81 |
| mux2 | 13 |
| mux2i | 7 |
| nand2 | 36 |
| nand2b | 5 |
| nand3 | 14 |
| nand4 | 7 |
| nor2 | 48 |
| nor2b | 6 |
| nor3 | 9 |
| nor4 | 8 |
| o211ai | 12 |
| o21a | 4 |
| o21ai | 28 |
| o21bai | 4 |
| o221ai | 13 |
| o22ai | 8 |
| o31ai | 3 |
| o32ai | 3 |
| or2 | 3 |
| or4 | 4 |
| xnor2 | 41 |
| xor2 | 6 |
==> cell families after synthesis <==
kind of cell / count (synthesis) / synth area share [%]
AND-OR/OR-AND: 219 / 32.3
XOR/XNOR: 47 / 8.69
buffers and inverters: 117 / 9.91
AND/OR/NAND/NOR: 168 / 19.0
adder cells (fa/ha/maj): 96 / 25.5
multiplexers: 20 / 4.57
==> layer usage <==
layer	part of all wire [%]	wire length, um	global-route usage (%)	vias up
met1	49	8080	31.2	2345
li1	-	-	-	2618
met3	7.3	1220	1.62	6
met4	0.46	76	1.04	0
met2	44	7230	31.6	202
met5	0	0	0	-
==> per-stage QoR <==
step           cell area [sq um]  util (%)  setup slack [ps]
2_1_floorplan               4740         -             10260
3_3_place_gp                5890      38.5              8370
3_5_place_dp                5890      38.5              8290
4_1_cts                     5890      38.5              8270
5_1_grt                     5890      38.5              7790
6_report                    5890      38.5              8270
==> layout make-up <==
cell class,instances,area share (%)
Inverter,83,5.29
Multi-Input combinational cell,550,72.4
Tap cell,211,4.48
Timing Repair Buffer,107,17.8
==> final timing paths <==
kind | startpoint | to | depth (start not counted) | slack (ps)
worst max-delay path | Op[2] | Z | 16 | 8270
worst min-delay path | Op[0] | X[8] | 8 | 10660
==> power by group through the flow <==
stage / logic (mW) / registers, mW / clock network, mW
after CTS: 0.157 / 0 / 0
after global routing: 0.173 / 0 / 0
final: 0.158 / 0 / 0
Power figures rest on the tool's default switching activity, not on a simulated workload.
